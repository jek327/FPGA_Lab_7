[run.sh]
#!/bin/bash
# OpenROAD 26Q1-2900-gdf79404cd8, Yosys 0.63+post, stock flow scripts
make -C /OpenROAD-flow-scripts/flow DESIGN_CONFIG=/design/flow/config.mk WORK_HOME=/design/flow/orfs finish
[config.mk]
export PLATFORM = sky130hd
export DESIGN_NAME = Moore_4
export DESIGN_NICKNAME = Moore_4
export VERILOG_FILES = /design/flow/design.v
export SDC_FILE = /design/flow/constraint.sdc
export NUM_CORES = 4
export LEC_CHECK = 1
export CORE_AREA = 10 10 70 70
export DIE_AREA = 0 0 80 80
[constraint.sdc]
current_design Moore_4

set clk_period 1.0
set clk_io_pct 0.2

create_clock -name clk0 -period $clk_period [get_ports {clk}]

set non_clock_inputs [all_inputs -no_clocks]
set_input_delay [expr $clk_period * $clk_io_pct] -clock clk0 $non_clock_inputs
set_output_delay [expr $clk_period * $clk_io_pct] -clock clk0 [all_outputs]
[design.v]
`timescale 1ns / 1ps
module Moore_4(
    input  wire clk,
    input  wire reset,
    input  wire P1,    
    input  wire P2,    
    output reg  z      
);
    localparam S0 = 3'd0,
               S1 = 3'd1,
               S2 = 3'd2,
               S3 = 3'd3,
               S4 = 3'd4;
    reg [2:0] PS, NS;   
    always @(posedge clk or posedge reset) begin
        if (reset)
            PS <= S0;
        else
            PS <= NS;
    end
    always @(*) begin
        NS = PS;    
        case (PS)
            S0: begin
                if (P1)       NS = S1;    
                else if (P2)  NS = S0;    
            end
            S1: begin
                if (P1)       NS = S2;    
                else if (P2)  NS = S0;    
            end
            S2: begin
                if (P2)       NS = S3;    
                else if (P1)  NS = S2;    
            end
            S3: begin
                if (P2)       NS = S4;    
                else if (P1)  NS = S1;    
            end
            S4: begin
                if (P1)       NS = S1;
                else if (P2)  NS = S0;
            end
            default: NS = S0;
        endcase
    end
    always @(*) begin
        case (PS)
            S4:     z = 1'b1;   
            default z = 1'b0;
        endcase
    end
endmodule
==> CHANGELOG.md <==
### Changed

- Top Layout Cells: dfrtp_1 (4), o21ai_0 (4)
- Fp_density: 0.0619
- Clock Skew: 0.00605 ns
- Worst-path cell chain: buf_4 > o31ai_2 > o21ai_1
- DRT iter0 DRCs: 1
- Critical setup path kind: register to register
- # H-tree levels: 1
- CP max stage cell: dfrtp_1
- Final std cells w/o fill: 79
- Setup crit start: PS[1]$_DFF_PP0_
- Post-synthesis sequential element count: 5
- CTS sink cnt: 5
- Final Power: 0.556 mW
- Max-Cap Viols: 0
- Final core occ: 0.105
- Crit path time final: 0.918 ns
- Status: completed
- Worst Hold Class: input pin to asynchronous set/reset pin
- Worst Slack Setup Final: 0.0822 ns
- Power density over the cells: 1550 mW/mm2
- Fin crit share: 0.918
- Area fraction of the dominant cell type after synthesis: 0.473
- Clock buffer count from CTS: 3
- Crit Reg-Reg Endpoint: PS[3]$_DFF_PP0_
- Synth-to-layout area growth: 69.2%
- Layout cells sized above 1: 0.273
- Chip area: 0.00640 mm2
- CP delay by family, top: flip-flops
- Routed wire length: 488 um
- Unique cell types: 10
- Final Hold Vio Count: 0
- Synth area leaders: dfrtp_1 (47%), dfstp_2 (12%), o21ai_0 (9.5%)
- Total number of yosys warnings: 1
- Seq share, synth: 0.598
- Vias in the first global route: 199
- GR Overflow Total: 0
- Total core area: 0.00342 mm2
- Count of tool warnings: 25
- DR vias: 187
- Top flop regs: PS x5
- Slew margin rel.: 0.867
- Cell Area, Placed: 332 um2
- Cell count along the critical path: 3
- Chip width: 80 um
- Residual DRC: 0
- Worst Tran Pin Value: 0.200 ns
- Clk slew on worst S/H paths: 0.05 ns
- RSZ-0062 raised after global routing: false
- Via-to-Cell Ratio: 2.37
- Reg2Reg Launch Point: PS[1]$_DFF_PP0_
- Clock Path Buffers: 2
- Post-Syn Instances: 22
- Post-DRT Antenna Nets: 0
- Total GRT Usage: 0.0156
- N_diodes: 0
- Design area: 358 um2
- Max Freq: 1090 MHz
- # port buffers: 4
- Worst path max stage delay: 0.36 ns
- LEAKAGE: 0.137 nW
- Worst Reg-to-Reg Cells: 3
- Root Buffer: clkbuf_4
- Yosys cell count: 22
- Die span in y: 80 um
- Placed cell count: 75
- Number of flip-flops in the largest register: 5
- Reg with most FFs: PS
- First-pass GRT wire length: 779 um
- Initial antenna violation count: 0
- Post-DP HPWL: 359 um
- Startpoint types: register
- Global placement routability congestion: 0.756
- TritonCTS clock tree: built
- # setup viols final: 0
- Pre-CTS worst setup slack: -0.193 ns
- Io pins: 5
- DR WL/cell: 6.18 um
- Synth area leader: dfrtp_1
- Late-Pin Clk Latency: 0.24 ns
- Syn Std Cell Area: 211 um2
- Worst Path Buf+Inv: 1
- Syn Area/Cell: 9.61 um2
- Worst-path maximum fanout: 3
- YS chip area: 211 um2
- Peak VDD IR: 0.709 mV
- R2R setup slack: 0.08 ns
- Critical Path AT: 1.04 ns
- Fin Setup TNS: 0 ns
- DRT Pass-1 Iters: 2
- Pin count of the biggest net entering global routing: 7
- Worst Setup EP: PS[3]$_DFF_PP0_
- Fin Hold WS: 0.176 ns
- Crit. End Element: register
- Num rows: 21
- Worst path required time: 1.12 ns
- Final slew viol count: 0
-- layer usage --
| metal | part of all wire | routed length (um) | vias to the layer above | GRT usage |
|---|---|---|---|---|
| met3 | 0.12 | 60 | 0 | 0.0159 |
| met5 | 0 | 0 | - | 0 |
| li1 | - | - | 93 | - |
| met4 | 0 | 0 | 0 | 0.00176 |
| met2 | 0.36 | 177 | 8 | 0.0177 |
| met1 | 0.51 | 250 | 86 | 0.0201 |
-- repair_timing --
item / 4_1_cts / 5_1_grt
resized: 3 / 1
setup buffers: 0 / 0
hold endpoints to repair: 0 / 0
setup endpoints to repair: 1 / 1
hold buffers: 0 / 0
-- worst reg2reg max path, delay by kind of cell, from the launching register on --
kind,cells,cell delay [ns]
buffers and inverters,1,0.14
flip-flops,1,0.36
AND-OR/OR-AND,2,0.30
-- power breakdown --
group | total, mW | leakage (nW) | internal (mW) | switching (mW)
sequential | 0.249 | 0.0648 | 0.232 | 0.0170
combinational | 0.0725 | 0.0577 | 0.0408 | 0.0316
clock | 0.234 | 0.0150 | 0.151 | 0.0835
-- logic make-up after synthesis --
group / count (synthesis) / synth area share
simple gates: 7 / 0.172
buf+inv: 3 / 0.0533
flops: 5 / 0.598
compound gates: 7 / 0.177
-- cell type report --
| class | count | area [um2] |
|---|---|---|
| flip-flops and latches | 5 | 126 |
| fillers | 403 | 3060 |
| clock buffers | 4 | 26.3 |
| inverters | 3 | 11.3 |
| repair buffers | 7 | 57.6 |
| multi-input cells | 14 | 78.8 |
| well taps | 46 | 57.6 |
-- cells in the mapped netlist (all sizes together) --
| library cell | number |
|---|---|
| a21oi | 1 |
| dfrtp | 4 |
| dfstp | 1 |
| inv | 3 |
| nand2 | 3 |
| nand2b | 3 |
| nor2b | 1 |
| o21ai | 5 |
| o31ai | 1 |
-- how the worst min path moves through the flow --
stage         start               to  cells past startpoint
finish        reset  PS[3]$_DFF_PP0_                      2
CTS           reset  PS[3]$_DFF_PP0_                      2
global route  reset  PS[3]$_DFF_PP0_                      2
Power figures rest on the tool's default switching activity, not on a simulated workload.

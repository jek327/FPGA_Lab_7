==> design/flow/config.mk <==
export PLATFORM = sky130hd
export DESIGN_NAME = UP_Counter
export DESIGN_NICKNAME = UP_Counter
export VERILOG_FILES = /design/flow/design.v
export SDC_FILE = /design/flow/constraint.sdc
export NUM_CORES = 4
export LEC_CHECK = 1
export CORE_AREA = 10 10 70 70
export DIE_AREA = 0 0 80 80
==> design/flow/constraint.sdc <==
current_design UP_Counter

set clk_period 2.9
set clk_io_pct 0.2

create_clock -name clk0 -period $clk_period [get_ports {clk}]

set non_clock_inputs [all_inputs -no_clocks]
set_input_delay [expr $clk_period * $clk_io_pct] -clock clk0 $non_clock_inputs
set_output_delay [expr $clk_period * $clk_io_pct] -clock clk0 [all_outputs]
==> design/flow/design.v <==
`timescale 1ns / 1ps
module UP_Counter (
    input  wire clk,
    input  wire reset,         
    output reg  [11:0] count   
);
    always @(posedge clk or posedge reset) begin
        if (reset)
            count <= 12'd0;               
        else
            count <= count + 12'd1;       
    end
endmodule
==> design/flow/run.sh <==
#!/bin/bash
# OpenROAD 26Q1-2900-gdf79404cd8, Yosys 0.63+post, stock flow scripts
make -C /OpenROAD-flow-scripts/flow DESIGN_CONFIG=/design/flow/config.mk WORK_HOME=/design/flow/orfs finish
==> impl_metrics.json <==
{
  "synthTopCellsByArea": "dfrtp_1 60%, xor2_1 10%, xnor2_1 7.0%",
  "slew_violations": 0,
  "largest_reg_flops": 12,
  "wl_met2_um": 429,
  "status": "complete, no violations",
  "yosysWarnings": 1,
  "hold_path_end": "count[11]",
  "clk_pin_slew_ns": 0.07,
  "ant_nets": 0,
  "path_cells": "clkdlybuf4s50_1",
  "power_frac_seq_pct": 56.0,
  "period_used_pct": 61.71,
  "tightest_slew_ns": 0.4573,
  "p_int_mw": 0.2446,
  "drive_gt1_share_pct": 11.86,
  "fin_cells": 105,
  "syn_to_final_growth_pct": 44.53,
  "final_cell_mix": "13 x clkdlybuf4s50_1, 12 x dfrtp_1, 6 x xor2_1",
  "p_leak_nw": 0.3044,
  "grt_pass1_vias": 360,
  "period_minus_slack_ns": 1.790,
  "hp-start": "count[11]",
  "num_rows": 21,
  "clock_power_share_pct": 42.5,
  "setup_viol": 0,
  "overflow": 0,
  "gp_congestion": 0.7961,
  "worst_setup_path_end_kind": "output port",
  "warnings": 25,
  "top_cell_area_share_pct": 59.70,
  "peakVddDrop_uv": 339.9,
  "lay_top_count": "clkdlybuf4s50_1",
  "syn_area_per_cell_um2": 11.98,
  "cp_top_family": "buffers and inverters",
  "crit_arrival_ns": 1.21,
  "met3WireLength_um": 133,
  "hpwl_um": 849.8,
  "cts.sinks": 12,
  "wire_per_inst_um": 9.829,
  "die_x_um": 80,
  "gr-usage-all-layers_pct": 3.578,
  "slew-limit-headroom_pct": 69.48,
  "dp_cells": 101,
  "synth_area_um2": 503.0,
  "top_area_cell": "dfrtp_1",
  "grt_max_degree": 13,
  "pwr-share-comb_pct": 1.5,
  "drc_errors": 0,
  "rsz0062_at_grt": "no",
  "reg2reg_to": "count[11]",
  "postCtsSetupBuffers": 0,
  "clk_path_buf_depth": 2,
  "max_freq_ghz": 0.5588,
  "worstSetupPathType": "reg -> out",
  "start_kind": "register",
  "die-area_um2": 6400,
  "antenna_found_initial": 0,
  "r2r-start": "count[2]",
  "via_per_inst": 3.295,
  "skew_ns": 0.001627,
  "reg2reg_slack_ns": 1.73,
  "design_area_um2": 726.9,
  "clock_latency_ns": 0.26,
  "powerDensity_nw_per_um2": 410.8,
  "initCoreUtil_pct": 14.73,
  "pin_count": 14,
  "ys_seq_share_pct": 59.70,
  "cp_max_fo": 6,
  "postPlaceCellArea_um2": 690.7,
  "yosysUniqueCellTypes": 12,
  "required_ns": 2.32,
  "r2r_cells": 3,
  "ctsHtreeMaxLevel": 1,
  "fin_setup_tns_ns": 0,
  "maxCapViolCount": 0,
  "finalHoldViolations": 0,
  "io_buffers": 13,
  "slowest_delay_ns": 0.50,
  "ys_ff": 12,
  "wl_met1_um": 457,
  "coreArea_um2": 3416,
  "cts_tree": "built",
  "sw_frac_of_total_pct": 18.09,
  "crit_path_top_delay_cell": "clkdlybuf4s50_1",
  "cts_resized": 0,
  "synth_stat.cells": 42,
  "top_layer": "met4",
  "netlist_instances": 42,
  "reg.largest.list": "count: 12 flops",
  "drt_wl_total_um": 1032,
  "holdBufCountCts": 0,
  "grt_pass1_wl_um": 1794,
  "num_vias": 346,
  "cts-root-buf": "clkbuf_4",
  "ys_area_um2": 503.0,
  "hold_class": "reg -> reg",
  "diodes": 0,
  "hold_depth": 1,
  "p_sw_mw": 0.05401,
  "die_y_um": 80,
  "dr.pass1.iters": 2,
  "top_register": "count",
  "crit_buf_inv": 1,
  "drt_first_iter_violations": 2,
  "cts-buffers-inserted": 3
}
## cells by family (layout without fill, tap and decap cells)
family / after synthesis / count (layout) / share of synthesized area, %
adders and majority gates: 1 / 1 / 2.487
xor gates and xnor gates: 10 / 10 / 17.41
and+or+nand+nor: 15 / 15 / 17.41
DFF: 12 / 12 / 59.70
buffers and inverters: 4 / 21 / 2.984
## stage by stage
| step | util (%) | power [mW] | hold WS, ns | setup WS (ns) |
|---|---|---|---|---|
| after floorplan | - | 0.1730 | 0.4204 | 1.866 |
| after global placement | 20.22 | 0.1753 | 0.4619 | 1.393 |
| after detailed placement | 20.22 | 0.1753 | 0.4637 | 1.380 |
| after CTS | 21.28 | 0.3066 | 0.4780 | 1.086 |
| after global routing | 21.28 | 0.3197 | 0.5022 | 1.023 |
| final | 21.28 | 0.2986 | 0.4681 | 1.110 |
## worst reg2reg max path, delay by kind of cell (launching register included)
kind,cells,cell delay [ns]
simple gates,2,0.50
flops,1,0.43
xor+xnor,1,0.17
## worst max-delay path by stage
stage	from	end	slack (ns)	cells past startpoint
CTS	count[3]	count[3]	1.09	1
global route	count[3]	count[3]	1.02	1
finish	count[3]	count[3]	1.11	1
## power groups by stage
stage	clock network [mW]	registers, mW	logic, mW
after global routing	0.147	0.167	0.00520
after CTS	0.135	0.167	0.00484
final	0.127	0.167	0.00451
## per-layer routing
metal / vias up / GRT usage (%)
met5: - / 0
met3: 2 / 2.614
met1: 160 / 4.446
met4: 0 / 0.3521
li1: 173 / -
met2: 11 / 5.056
## cell type report
type / instances / area (µm²)
fill: 382 / 2689
sequential: 12 / 300.3
multi-input combinational: 26 / 187.7
timing repair buffer: 13 / 130.1
tap: 46 / 57.56
clock buffer: 4 / 36.28
inverter: 4 / 15.01
## cells in the mapped netlist
| cell | n |
|---|---|
| nand3_1 | 3 |
| nor2_1 | 3 |
| nand3_2 | 1 |
| nor3_1 | 3 |
| ha_1 | 1 |
| nor4_2 | 1 |
| dfrtp_1 | 12 |
| nand4_2 | 1 |
| xnor2_1 | 4 |
| xor2_1 | 6 |
| inv_1 | 4 |
| nand2_1 | 3 |
Power figures rest on the tool's default switching activity, not on a simulated workload.

===== ./config.mk =====
export PLATFORM = sky130hd
export DESIGN_NAME = Bin_BCD
export DESIGN_NICKNAME = Bin_BCD
export VERILOG_FILES = /design/flow/design.v
export SDC_FILE = /design/flow/constraint.sdc
export NUM_CORES = 4
export LEC_CHECK = 1
export CORE_UTILIZATION = 30

===== ./constraint.sdc =====
current_design Bin_BCD

set clk_period 4.8
set clk_io_pct 0.2

create_clock -name clk0 -period $clk_period [get_ports {clk}]

set non_clock_inputs [all_inputs -no_clocks]
set_input_delay [expr $clk_period * $clk_io_pct] -clock clk0 $non_clock_inputs
set_output_delay [expr $clk_period * $clk_io_pct] -clock clk0 [all_outputs]

===== ./design.v =====
`timescale 1ns / 1ps
module Bin_BCD(
    input        clk,
    input        en,            
    input  [11:0] bin_d_in,     
    output [15:0] bcd_d_out,    
    output       rdy            
    );
    parameter IDLE  = 3'b000;
    parameter SETUP = 3'b001;
    parameter ADD   = 3'b010;
    parameter SHIFT = 3'b011;
    parameter DONE  = 3'b100;
    reg [27:0] bcd_data   = 28'd0;   
    reg [2:0]  state      = IDLE;
    reg [3:0]  sh_counter = 4'd0;    
    reg        result_rdy = 1'b0;
    always @(posedge clk) begin
        case (state)
            IDLE: begin
                result_rdy <= 1'b0;
                if (en) begin
                    bcd_data   <= {16'd0, bin_d_in};
                    sh_counter <= 4'd0;
                    state      <= SETUP;
                end
            end
            SETUP: begin
                state <= ADD;
            end
            ADD: begin
                if (bcd_data[27:24] >= 5)
                    bcd_data[27:24] <= bcd_data[27:24] + 4'd3;
                if (bcd_data[23:20] >= 5)
                    bcd_data[23:20] <= bcd_data[23:20] + 4'd3;
                if (bcd_data[19:16] >= 5)
                    bcd_data[19:16] <= bcd_data[19:16] + 4'd3;
                if (bcd_data[15:12] >= 5)
                    bcd_data[15:12] <= bcd_data[15:12] + 4'd3;
                state <= SHIFT;
            end
            SHIFT: begin
                bcd_data   <= bcd_data << 1;
                sh_counter <= sh_counter + 1'b1;
                if (sh_counter == 4'd11)   
                    state <= DONE;
                else
                    state <= ADD;
            end
            DONE: begin
                result_rdy <= 1'b1;   
                state      <= IDLE;   
            end
            default: begin
                state <= IDLE;
            end
        endcase
    end
    assign bcd_d_out = bcd_data[27:12];  
    assign rdy       = result_rdy;
endmodule

===== ./run.sh =====
#!/bin/bash
# OpenROAD 26Q1-2900-gdf79404cd8, Yosys 0.63+post, stock flow scripts
make -C /OpenROAD-flow-scripts/flow DESIGN_CONFIG=/design/flow/config.mk WORK_HOME=/design/flow/orfs finish

==> metrics.yaml <==
fin_area_sq_um: 2340
fmax_mhz: 457
warning_count: 29
clock_path_buffers: 2
dpl-instance-area_sq_um: 2230
cts_sinks: 36
synthArstFlopShare: 0
p_sw_uw: 615
setup_ws_ns: 2.61
ys.flop_type: "edfxtp_1"
first_global_vias: 1149
hold_class: "reg -> reg"
cts_resized: 0
drive_gt1_frac: 0.153
syn_to_final_growth_pct: 17.5
fin_util: 0.366
flop_area_sq_um: 1080
setup_viol_count_final: 0
cts-buffers-inserted: 5
critPathSlowestCell: "clkdlybuf4s50_1"
crit_chain: "clkdlybuf4s50_1"
reg2reg_depth: 3
syn_avg_cell_area_sq_um: 12.6
grt_usage: 0.101
swShare: 0.338
ys_seq_share: 0.544
clk_latency_ns: 0.28
crit_required_ns: 3.84
synth_top_area_share: 0.544
worst_slew_pin_slew_ns: 0.413
critPathKind: "reg -> out"
share_comb_of_total_power: 0.432
antenna_left: 0
logic_area_sq_um: 714
r2r-start: "state[2]$_DFFE_PP_"
dp_hpwl_microns: 2300
lay_top_cells: "edfxtp_1 (36), clkdlybuf4s50_1 (30), a21oi_1 (12)"
powerDensity_nw_per_um2: 777
rsz0062_at_grt: "no"
finalHoldViolCount: 0
finalMaxSlewViolations: 0
final_common_cell: "edfxtp_1"
antenna_cells_inserted: 0
firstDrtPassIters: 4
fin_crit_ns: 2.19
routedWlPerCell_microns: 12.7
drc_errors: 0
grt_pass1_wl_microns: 5380
ys_area_sq_um: 1990
core_sq_um: 6390
crit_buf_inv: 1
max-slew-margin-rel: 0.724
clockPowerShare: 0.139
grt_antenna_before_repair: 0
netlist_instances: 158
gp_congestion: 0.804
path_clk_slew_ns: 0.07
fin_total_pwr_uw: 1820
die_x_microns: 83.4
status: "finished, final reports clean"
ys_top_cells_by_area: "edfxtp_1 (54%), buf_4 (6.8%), mux2_2 (6.2%)"
cts-root-buf: "clkbuf_8"
finalWirelength_microns: 3210
ios: 31
cts_setup_buffers: 0
cts_tree: "built"
arrival_ns: 1.23
initCoreUtil: 0.311
power_frac_seq: 0.429
crit_fanout: 5
synth_cell_types: 30
via_per_inst: 4.68
port-buffer-count: 30
grt-ovfl-total: 0
drv_cap: 0
post-route-period-util: 0.456
ys_cells: 158
hold_start: "bcd_data[7]$_DFFE_PP_"
holdPathEnd: "bcd_data[8]$_DFFE_PP_"
cpPeakStageDelay_ns: 0.50
synthesis.area_sq_um: 1990
p_int_uw: 1200
ff2ff_setup_slack_ns: 3.16
worst_r2r_endpoint: "bcd_data[21]$_DFFE_PP_"
whs_path_depth: 1
vias: 1183
edf_count: 36
peakVddDrop_mv: 0.305
crit_family: "buffers and inverters"
cp-start-kind: "flop"
yosysWarnings: 1
ys_ff: 36
fill_cells: 614
grt_max_degree: 18
cts_max_level: 2
dieHeight_microns: 83.4
clock-skew-final_ns: 0.00478
leakage_uw: 0.000852
setup_tns_ns: 0
design.die.area_sq_um: 6960
top_area_cell: "edfxtp_1"
rows: 29
pre_cts_slack_ns: 2.35
crit_path_end_kind: "output pin"
drt_iter0_drc: 63
ctsHoldBuffers: 0
## final cells by class
type	instances	area share
clock buffer	5	0.0295
clock inverter	3	0.0161
inverter	8	0.0129
multi-input combinational	93	0.306
sequential	36	0.463
tap	77	0.0412
timing repair buffer	31	0.132
## per-stage QoR
| stage | hold WS [ns] | cells |
|---|---|---|
| 2_1_floorplan | 0.512 | 158 |
| 3_3_place_gp | 0.527 | 245 |
| 3_5_place_dp | 0.533 | 245 |
| 4_1_cts | 0.550 | 253 |
| 5_1_grt | 0.557 | 253 |
| 6_report | 0.548 | 253 |
## routing by layer
metal	part of all wire	up-vias	wire, microns	GRT usage
li1	-	592	-	-
met1	0.49	548	1580	0.164
met2	0.42	38	1350	0.141
met3	0.071	5	227	0.0363
met4	0.017	0	53	0.0157
met5	0	-	0	0
## registers in the layout, indices dropped and copies added (netlist names)
signal,cells
bcd_data,28
result_rdy,1
sh_counter,4
state,3
## power groups by stage
stage / Combinational, uW / Clock, uW / Sequential, uW
final: 784 / 253 / 778
after global routing: 884 / 272 / 811
after CTS: 797 / 260 / 782
## kinds of logic (layout without fill, tap and decap cells)
| kind of cell | Yosys count | in the layout | synth area share |
|---|---|---|---|
| buffers and inverters | 29 | 47 | 0.0969 |
| AND-OR/OR-AND | 36 | 36 | 0.114 |
| XOR/XNOR | 7 | 7 | 0.0308 |
| flip-flops | 36 | 36 | 0.544 |
| multiplexers | 11 | 11 | 0.0623 |
| AND/OR/NAND/NOR | 30 | 30 | 0.0957 |
| adder cells (fa/ha/maj) | 9 | 9 | 0.0566 |
## synthesized netlist by cell type (4+ instances only)
library cell and count:
o21ai_0 7, nand2b_1 4, nor2_1 5, edfxtp_1 36, a21oi_1 12, buf_4 18
nand2_1 4, ha_1 9, inv_1 8, a22o_1 5, xor2_1 5, mux2_2 11
o22ai_1 8
## worst max path at each step
stage,cells after the start,startpoint,to,slack (ns)
4_1_cts,1,bcd_data[22]$_DFFE_PP_,bcd_d_out[10],2.58
5_1_grt,1,bcd_data[20]$_DFFE_PP_,bcd_d_out[8],2.52
6_report,1,bcd_data[22]$_DFFE_PP_,bcd_d_out[10],2.61
No activity file was given, so power comes from the tool's default toggle rates.
